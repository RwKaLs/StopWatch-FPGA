==> design/flow/design.v <==
module stopwatch00(input btn,  
             input clk,			 
             input save,		 
             input outres,		 
             output reg led,	 
             output reg ledr,	 
             output reg ledg,	 
             output reg ledb,	 
             output reg [8:0] leds,   
             output reg [11:0]ledsindicates,	 
             output reg [7:0] cs,	 
             output reg [7:0] ds,	 
             output reg [7:0] s,		 
             output reg [7:0] ss,	 
             output reg [7:0] m,		 
             output reg [7:0] mm);	 
reg btn_f = 0; 		 
reg save_f = 0; 		 
reg btn_is_stop = 0;	 
integer i = 0;			 
integer ledind = 0;	 
integer step = 1;		 
reg [10:0] index = 0;	 
reg [10:0] showindex = 0;	 
reg [31:0] ticks;	 
reg [7:0] csecs = 0;	 
reg [7:0] secs = 0;	 
reg [7:0] mins = 0;	 
reg [7:0] numbers [9:0];	 
reg [7:0] numbersdot [9:0];	 
reg [7:0] results [9:0][5:0];	 
initial begin
  numbers[0] = 8'b11000000;
  numbers[1] = 8'b11111001;
  numbers[2] = 8'b10100100;
  numbers[3] = 8'b10110000;
  numbers[4] = 8'b10011001;
  numbers[5] = 8'b10010010;
  numbers[6] = 8'b10000010;
  numbers[7] = 8'b11111000;
  numbers[8] = 8'b10000000;
  numbers[9] = 8'b10010000;
  numbersdot[0] = 8'b01000000;
  numbersdot[1] = 8'b01111001;
  numbersdot[2] = 8'b00100100;
  numbersdot[3] = 8'b00110000;
  numbersdot[4] = 8'b00011001;
  numbersdot[5] = 8'b00010010;
  numbersdot[6] = 8'b00000010;
  numbersdot[7] = 8'b01111000;
  numbersdot[8] = 8'b00000000;
  numbersdot[9] = 8'b00010000;
  for (i = 0;i < 9;i = i + 1)
      leds[i] = 0;
  ledr = 0;
  ledg = 0;
  ledb = 0;
  btn_f = 0;
  save_f = 0;
  led = 1;
  btn_is_stop = 0;
  cs = numbers[0];
  ds = numbers[0];
  s = numbersdot[0] ;
  ss = numbers[0];
  m = numbersdot[0];
  mm = numbers[0];
end
always@(posedge clk)
  begin
    if (btn_is_stop == 0)
      begin
        if (outres == 0)
          begin
            ledg = 0;
            ledr = 1;
            ledb = 0;
          end
        else
          begin
            ledg = 0;
            ledr = 0;
            ledb = 1;
          end
      end
    if (btn_is_stop == 1)
      begin
    if (ticks == 500000)
       begin
       ledg = 1;
       ledr = 0;
       ledb = 0;
          ticks = 0;
          if (csecs == 99)
            begin
              csecs = 0;
              if (secs == 59)
                begin
                  secs = 0;
                  mins = mins + 1;
                end
              else
                secs = secs + 1;
            end
          else
            csecs = csecs + 1;
           if (csecs == 0 || csecs == 5)
                led = ~led;
			  if ((csecs % 9 == 0) && (csecs != 99))
					begin
						integer j = 0;
						for (j = 0; j < 12; j = j + 1)
							ledsindicates[j] = 0;
					ledsindicates[ledind] = 1;
					ledind = ledind + step;
					if (ledind == -1 || ledind == 12)
						begin
							if (step == 1)
								step = -1;
							else
								step = 1;
							ledind = ledind + 2 * step;
						end
					end
        end
    else
      ticks = ticks + 1;
    cs = numbers[csecs % 10];
    ds = numbers[csecs / 10];
    s = numbersdot[secs % 10] ;
    ss = numbers[secs / 10];
    m = numbersdot[mins % 10];
    mm = numbers[mins / 10];
    end
    if (btn == 0 &&  btn_f == 0)
    begin
      btn_f = 1;
      if (btn_is_stop == 0)
        begin
          btn_is_stop = 1;
          showindex = 0;
        end
      else
        btn_is_stop = 0;
    end
    else if (btn == 1 && btn_f == 1)
      btn_f = 0;
    if (save == 0 && save_f == 0)
      begin
        save_f = 1;
        if (outres == 0)
          begin
            if (btn_is_stop == 0)
              begin
                for(i = 0;i < 12;i = i + 1)
                  ledsindicates[i] = 0;
                led = 1;
                csecs = 0;
                secs = 0;
					 mins = 0;
                index = 0;
                showindex = 0;
                cs = numbers[csecs % 10];
                ds = numbers[csecs / 10];
                s = numbersdot[secs % 10] ;
                ss = numbers[secs / 10];
                m = numbersdot[mins % 10];
                mm = numbers[mins / 10];
              end
            else
              begin
                results[index][0] = cs;
                results[index][1] = ds;
                results[index][2] = s;
                results[index][3] = ss;
                results[index][4] = m;
                results[index][5] = mm;
                index = index + 1;
              end
          end
        else
          begin
            if (btn_is_stop == 0)
              begin
                cs = results[showindex%index][0];
                ds = results[showindex%index][1];
                s = results[showindex%index][2];
                ss = results[showindex%index][3];
                m = results[showindex%index][4];
                mm = results[showindex%index][5];
                showindex = showindex + 1;
              end
          end
      end
    else if (save == 1 && save_f == 1)
      save_f = 0;
  end
endmodule
==> design/flow/run.sh <==
#!/bin/bash
# OpenROAD 26Q1-2900-gdf79404cd8, Yosys 0.63+post, stock flow scripts
make -C /OpenROAD-flow-scripts/flow DESIGN_CONFIG=/design/flow/config.mk WORK_HOME=/design/flow/orfs finish
==> design/flow/config.mk <==
export PLATFORM = sky130hd
export DESIGN_NAME = stopwatch00
export DESIGN_NICKNAME = stopwatch00
export VERILOG_FILES = /design/flow/design.v
export SDC_FILE = /design/flow/constraint.sdc
export NUM_CORES = 4
export LEC_CHECK = 1
export CORE_UTILIZATION = 40
export SYNTH_HDL_FRONTEND = slang
==> design/flow/constraint.sdc <==
current_design stopwatch00

set clk_period 66.4
set clk_io_pct 0.2

create_clock -name clk0 -period $clk_period [get_ports {clk}]

set non_clock_inputs [all_inputs -no_clocks]
set_input_delay [expr $clk_period * $clk_io_pct] -clock clk0 $non_clock_inputs
set_output_delay [expr $clk_period * $clk_io_pct] -clock clk0 [all_outputs]
==> run_results.csv <==
group,metric,value,unit
worst_setup_path,required,66.88,ns
final_layout,synthToLayoutAreaGrowth,12.36,%
clock_tree,clk_path_buf_depth,3,
drt,antenna_cells,0,
logic_synthesis,yosys_warnings,0,
min_path,hp-class,"reg -> reg",
logic_synthesis,synthDistinctLibCells,123,
drt,drt_wl_total,96720,µm
logic_synthesis,numSynthFlops,658,
clock_tree,cts_tree,"yes",
worst_setup_path,worstSetupPathType,"in -> reg",
logic_synthesis,ys.flop_type,"edfxtp_1",
run,tool_warnings,63,
clock_tree,clk_pin_slew,0.05,ns
clock_tree,cts_buffers,73,
sta,setup_tns,0,ns
logic_synthesis,synth-compound-area-share,13.99,%
drt,drtPass1Iterations,5,
drt,wire_per_inst,20.65,µm
worst_setup_path,arrival,36.99,ns
clock_tree,clock-sinks,658,
die,die_h,310.0,µm
status,status,"finished, final reports clean",
logic_synthesis,ys_cells,3296,
final_layout,drive_gt1_share,12.54,%
sta,tightest_slew,1.050,ns
logic_synthesis,yosys.area_share.adder,6.515,%
logic_synthesis,netlist_area,37950,µm²
power,powerDensity,33.33,nW/µm²
logic_synthesis,yosys_area,37950,µm²
die,die_w,310.0,µm
sta,finalClockSkew,0.04476,ns
die,initial_utilization,40.54,%
drt,viasPerCell,5.683,
clock_tree,clock-root-buffer,"clkbuf_16",
power,finalPower,0.001421,W
sta,period_minus_slack,36.51,ns
logic_synthesis,async_flop_share,0,%
clock_tree,cts-htree-levels,3,
clock_tree,cts_setup_buffers,0,
global_route,grt_max_degree,85,
clock_tree,hold_buffers,0,
final_layout,fin_util,45.55,%
drt,drc,0,
logic_synthesis,netlist_instances,3296,
worst_setup_path,cp_slowest_cell,"buf_4",
global_route,grt-ovfl-total,0,
die,core,93610,µm²
global_route,track_usage,21.64,%
global_route,antenna_found_initial,1,
worst_setup_path,endpoint_kind,"flip-flop",
sta,finalHoldViolCount,0,
global_route,grt_pass1_wl,151000,µm
drt,via_count,26618,
logic_synthesis,edf_count,556,
sta,fin_ws,29.89,ns
worst_setup_path,path_buffers,10,
drt,drt_iter0_markers,1759,
worst_setup_path,cp_common_cell,"o21a_1",
worst_setup_path,cp_max_fo,34,
power,vdd_ir_drop_max,0.00003357,V
logic_synthesis,yosys.area_share.simple,13.05,%
logic_synthesis,avgSynthCellArea,11.51,µm²
sta,relSlewSlack,29.42,%
clock_tree,postCtsResizedCells,0,
sta,finalClockPeriodUsage,54.99,%
logic_synthesis,xor_area_share,3.426,%
die,io_pins,77,
sta,setup_viol,0,
logic_synthesis,mux_area_share,10.71,%
place,hpwl,63150,µm
place,io_buffers,67,
logic_synthesis,synth_seq_share,49.38,%
sta,fmax,27.39,MHz
run,maxCapViolations,0,
clock_tree,clock_latency,0.64,ns
drt,ant_nets,0,
sta,grt_setup_unrepaired,"false",
final_layout,lay_top_count,"edfxtp_1",
place,pre_cts_ws,29.38,ns
worst_setup_path,slowest_delay,0.64,ns
die,rows,112,
global_route,first_global_vias,26206,
power,power.leakage,15.17,nW
logic_synthesis,top_logic_kind,"AND-OR/OR-AND gates",
final_layout,mostFrequentLayoutCells,"edfxtp_1, nor2_1, nand2_1",
worst_setup_path,worstSetupStartpointType,"input port",
sta,slew_viol_final,0,
place,gp_congestion,0.8684,
worst_setup_path,cp_top_family,"AND-OR/OR-AND gates",
die,dieArea,96110,µm²
==> flip-flops by register name, indices dropped and copies added (netlist names), 11 cells and up <==
register	count
ticks	32
showindex	11
index	11
ledind	32
ledsindicates	12
results	480
==> stage by stage <==
| stage | hold slack [ns] | area [µm²] | cells |
|---|---|---|---|
| floorplan | 0.4161 | 37980 | 3304 |
| global placement | 0.4491 | 40230 | 4550 |
| detailed placement | 0.4537 | 40230 | 4550 |
| CTS | 0.4618 | 42640 | 4684 |
| global route | 0.4913 | 42640 | 4684 |
| finish | 0.4609 | 42640 | 4684 |
==> power by group <==
group          switching (W)  internal (W)
Combinational       0.000286      0.000176
Clock               0.000167      0.000237
Sequential         0.0000280      0.000526
==> tightest hold or removal path, stage by stage, from the launching register on <==
cell and delay (ns):
dfxtp_1 0.31, nand2_1 0.05, mux2i_1 0.05
==> worst paths after layout <==
check | startpoint | endpoint | slack [ns] | depth (start not counted)
setup / recovery | btn | cs[4]$_DFF_P_ | 29.89 | 100
setup reg to reg | index[10]$_SDFFCE_PP0P_ | cs[4]$_DFF_P_ | 42.04 | 100
hold reg to reg | ledsindicates[5]$_DFF_P_ | ledsindicates[5]$_DFF_P_ | 0.46 | 2
hold / removal | ledsindicates[5]$_DFF_P_ | ledsindicates[5]$_DFF_P_ | 0.46 | 2
==> per-layer routing <==
layer | routed length [µm] | global-route usage (%)
met5 | 0 | 0
met4 | 1780 | 3.666
met3 | 9509 | 9.147
met2 | 44920 | 33.31
met1 | 40510 | 30.29
==> cell type report <==
| cell class | instances | area [µm²] |
|---|---|---|
| multi-input combinational | 2376 | 18260 |
| clock buffer | 106 | 2051 |
| fill | 8448 | 50970 |
| inverter | 131 | 491.7 |
| timing repair buffer | 131 | 1164 |
| tap | 1254 | 1569 |
| sequential | 658 | 18740 |
| clock inverter | 28 | 361.6 |
==> Yosys cell counts (all sizes together) (23+ instances only) <==
master  instances  area, µm²
a211oi         33      285.3
a21o           33      247.7
a21oi         143      730.7
a31oi          32      221.5
and2           28      177.7
and3           33      211.5
buf            58      314.0
clkbuf         81      304.0
dfxtp         102       2042
edfxtp        556      16700
ha            191       2390
inv           130      488.0
mux2           34      382.9
mux2i         151       1519
mux4           96       2162
nand2         247      932.1
nand2b         25      156.4
nand3          87      445.4
nand4          50      331.6
nor2          292       1104
nor3           95      501.7
nor4           39      292.8
o21a           62      466.7
o21ai         159      807.0
o31ai          42      342.8
or3            23      153.9
xnor2          98      880.8
xor2           47      419.2
==> kinds of logic (layout without fill, tap and decap cells) <==
group | after synthesis | count (layout)
other | 1 | 9
buffers and inverters | 270 | 396
AND/OR/NAND/NOR | 997 | 997
adder cells (fa/ha/maj) | 196 | 196
flip-flops | 658 | 658
multiplexers | 281 | 281
XOR/XNOR | 145 | 145
AND-OR/OR-AND | 748 | 748
Power is estimated from default activity; no workload was simulated.
